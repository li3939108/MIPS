==> ./design.v <==
`timescale 1ns / 1ps
module DataMemory(ReadData, Address, WriteData, MemoryRead, MemoryWrite, Clock
    );
output reg [31:0] ReadData ;
input wire [5:0] Address ;
input wire [31:0] WriteData ;
input wire MemoryWrite;
input wire MemoryRead;
input wire Clock ;
reg [31:0] data [0:63] ;
always@(negedge Clock)begin
	if(MemoryWrite == 1'b1)begin
		data[Address ] <= WriteData ;
	end
end
always@(posedge Clock) begin
	if(MemoryRead == 1'b1)begin
		ReadData <= data[Address] ;
	end else begin
		ReadData <= ReadData ;
	end
end
endmodule
==> ./run.sh <==
#!/bin/bash
# OpenROAD 26Q1-2900-gdf79404cd8, Yosys 0.63+post, stock flow scripts
make -C /OpenROAD-flow-scripts/flow DESIGN_CONFIG=/design/flow/config.mk WORK_HOME=/design/flow/orfs finish
==> ./config.mk <==
export PLATFORM = sky130hd
export DESIGN_NAME = DataMemory
export DESIGN_NICKNAME = DataMemory
export VERILOG_FILES = /design/flow/design.v
export SDC_FILE = /design/flow/constraint.sdc
export NUM_CORES = 4
export LEC_CHECK = 1
export CORE_UTILIZATION = 40
==> ./constraint.sdc <==
current_design DataMemory

set clk_period 27.3
set clk_io_pct 0.2

create_clock -name clk0 -period $clk_period [get_ports {Clock}]

set non_clock_inputs [all_inputs -no_clocks]
set_input_delay [expr $clk_period * $clk_io_pct] -clock clk0 $non_clock_inputs
set_output_delay [expr $clk_period * $clk_io_pct] -clock clk0 [all_outputs]
==> summary.txt <==
Status on the layout run. The run finished with clean final reports. Per STA, the startpoint of the critical path is Address[0]. STA reports the tightest min-delay check as being of type in -> reg. Power density of the placed cells landed at around 80 mW/mm2. Count of nets left with antenna violations after detail routing landed at 0. Largest net degree at the start of global routing landed at approximately 110. Share of Yosys cell area claimed by the top area cell type landed at between 70% and 80%.

Number of max-cap violations landed at 0. Clock tree synthesis selected as its root buffer the cell clkbuf_16. Across the VDD grid, the largest voltage drop is between 0.06 and 0.07 mV. The flow reports that the clock network draws between 50% and 60% of the design power.

Fill cells in the final layout number approximately 15k. Number of buffers added to fix hold violations after cts landed at 0. The number of global-route vias before repair came to approximately 55k. The worst setup path is captured at a flop.

Port buffering added 72 buffers. Count of yosys warnings during synthesis landed at 1. Worst hold path cell count landed at 2. Sorting the Yosys area breakdown by cell type puts at the top edfxtp_1.

Post-CTS setup repair buffer count landed at 0. Biggest cell delay along the critical path landed at 0.77 ns. The data arrival time reported for the critical path is 8.88 ns. Looking at the critical path, the highest net fanout was about 45. Switching part of the total power landed at between 20% and 30%.

For reference, the critical path cell chain is buf_8 -> nor2b_4 -> buf_4 -> nand2_1 -> buf_4 -> nor2_4 -> buf_4. For reference, the final report shows the hold violation count at 0. The launch point of the worst min-delay path is recorded as MemoryRead.

The worst pin sits at a relative slew slack of between 20% and 30%. Final estimated routing congestion in global placement landed at roughly 1.0. Total clock sinks landed at about 2.1k. Detailed-route iteration 0 reported a violation count of roughly 3.8k. Looking at the reg2reg group, the worst path starts from data[43][3]. Cell depth of the worst flop-to-flop path landed at 5. Die area landed at slightly below 0.2 mm2. First-pass GRT wire length landed at between 300 and 400 mm.

The stage logs contain a warning count of approximately 1.0k. Distinct cell type count of the synthesized netlist landed at about 49. Simple logic cell fraction of the synthesized area landed at roughly 2.6%. Looking at the cell usage after synthesis, the top flip-flop cell is edfxtp_1. Setup skew after layout landed at between 0.07 and 0.08 ns. Mux share of post-synthesis cell area landed at under 10%.

STA puts the critical path data required time at approximately 14 ns. Number of setup violations in the final report landed at 0. In the routed layout, each cell is associated on average with a via count of 5.35. Final wirelength landed at approximately 240 mm.

Broken down by cell family, the worst path's largest delay share belongs to buffers and inverters. Of the total synthesized cell area, the portion taken by XOR and XNOR cells is 0%. CTS built an H-tree with a depth of 4.

Cell area after technology mapping landed at 0.0788 mm2. Horizontal die dimension landed at 446 um. For hold timing, the worst endpoint is ReadData[0]. The worst setup path is launched from a primary input. Share of flip-flops with an asynchronous set or reset landed at 0%. Count of library flops with an enable pin landed at 2,080.

Synthesized chip area reported by yosys landed at 0.0788 mm2. Combinational power share landed at 4.8%. Sequential cells account for between 40 and 50% of the total power.

The switching component of the power was reported as about 2.2 mW. The initial antenna violation count came to 14. The initialized floorplan defines about 160 standard-cell rows. During I/O placement, the number of pins put on the boundary was ~73. Worst-skew pair later-pin latency landed at between 0.8 and 0.9 ns. After Yosys synthesis, AND-OR and OR-AND compound gates account for 11.5% of the synthesized area. Per the detail_route log, the uppermost layer with routed signals is met5. Number of buffers created by CTS landed at between 200 and 250. In this design, the critical path's most frequently occurring cell is buf_4.

In this run, post-CTS repair resized a total of 0 instances. Looking at the setup timing report, the critical path kind is in -> reg. After detailed routing, the average wire length per cell comes to approximately 25 um. Note, the detailed placer reported a final HPWL of 139 mm. Across all hold checks on the routed design, the worst slack comes to 5.19 ns. Core region area landed at slightly below 0.2 mm2. Per the synthesis report, the adder-cell share of the synthesized area is 0%. Detailed routing placed a total of 110 mm of wire on met2.

Overall via count from detail_route landed at around 50k. Global route total overflow landed at 0. Yosys reported a register bit count of approximately 2.1k. The critical path's slowest stage uses the library cell nor2b_4. Looking at the max-slew report, the worst-margin pin has a slew of ~1.1 ns. First-pass iteration count of the detailed router landed at 6. STA reports a reg2reg setup slack of 10.36 ns. Number of buffers on the longest clock path landed at 3. For reference, the top logic cell family by area is AND-OR/OR-AND gates. Post-synthesis sequential area ratio landed at about 79%. Along the critical path, the tally of buffer and inverter instances is 4. In this run the vertical extent of the chip is about 450 um. Setup repair after global routing left no endpoint under its margin. Summed over all failing endpoints, the final setup total negative slack is 0 ns. Number of design rule violations left after detail routing landed at 0. The synth_stat.txt file lists the number of cells as 4,489. TritonCTS built the clock tree.

Number of max-slew violations in the final report landed at 0. Global router's overall resource usage landed at about a quarter. Internal power component landed at ~5.7 mW. Synthesized area divided by synthesized cell count landed at 17.5 um2. Sum of met3 wire segment lengths after detailed routing landed at 42.6 mm. Area added between synthesis and finish landed at 24.3%. For this block, wires on met1 add up to about 76 mm.

STA lists the endpoint of the worst register-to-register path as ReadData[3]. Core utilization of the finished layout landed at 50.2%. On the reported timing paths, the clock transition at the registers reads ~0.060 ns. The script extracted a total leakage power of 39.3 nW. In the final layout, the share of cells above drive strength 1 is between 10% and 20%.

Instance count of the mapped netlist landed at roughly 4.5k. Before placement the cells fill around 40% of the core. Sorting the synthesized cells by area gives the leading types as edfxtp_1, a221oi_1, mux2i_1, a22oi_1, o21ai_0.
-- cell usage after synthesis, drive strengths merged, types with 38 or more instances --
library cell and count:
o21ai 226, clkbuf 174, o22ai 115, a22o 38
a221oi 339, edfxtp 2080, mux2 69, nand2 158
buf 165, a22oi 267, mux2i 214, a21oi 152
nor2 207
-- per-stage QoR --
stage,worst slack [ns],std cells,power (mW),area [um2]
finish,5.20,9481,7.98,97900
global route,5.19,9479,8.49,97900
CTS,5.30,9469,8.09,97900
detailed placement,4.47,7047,4.44,83200
global placement,4.48,7047,4.44,83200
floorplan,5.06,4489,4.23,78800
-- cells by family (layout without fill, tap and decap cells) --
family	Yosys count	in the layout
AND/OR/NAND/NOR	481	481
multiplexers	317	317
other	0	12
AND-OR/OR-AND	1269	1269
flip-flops	2080	2080
buffers and inverters	342	2698
-- final cells by class --
class,count,area [um2],share of cell area [%]
Antenna cell,12,30.0,0.0307
Sequential cell,2080,62500,63.8
Clock inverter,2212,9430,9.63
Tap cell,2624,3280,3.35
Clock buffer,211,5220,5.33
Timing Repair Buffer,273,2120,2.16
Multi-Input combinational cell,2067,15400,15.7
Inverter,2,17.5,0.0179
-- power by group through the flow --
stage                 Sequential (mW)  Combinational, mW  Clock, mW
after CTS                        3.58              0.383       4.13
after global routing             3.57              0.410       4.51
final                            3.58              0.386       4.01
-- registers in the layout, indices dropped and copies added, names as in the netlist --
signal,flops
ReadData,32
data,2048
-- layout by cell type, fill, tap and decap left out, drive strengths merged, types with 16 or more instances in the layout --
| cell | n |
|---|---|
| nor3 | 31 |
| nand3 | 21 |
| clkdlybuf4s50 | 36 |
| clkbuf | 211 |
| buf | 237 |
| mux2i | 214 |
| a211oi | 28 |
| bufinv | 31 |
| a21oi | 152 |
| or4 | 16 |
| nand2 | 158 |
| inv | 2115 |
| clkinvlp | 55 |
| a22oi | 267 |
| o211ai | 18 |
| a221oi | 339 |
| mux4 | 34 |
| nor2 | 207 |
| o21ai | 226 |
| edfxtp | 2080 |
| o22ai | 115 |
| a22o | 38 |
| mux2 | 69 |
-- layer usage --
metal  track usage, %  vias to the layer above
li1                 -                    23000
met1             28.4                    24300
met2             36.2                     3017
met3             23.4                      411
met4             11.6                       12
met5             1.29                        -
-- worst max path at each step --
stage                   to  slack [ns]  depth (start not counted)
finish        data[25][23]        5.20                          7
global route   data[41][2]        5.19                          7
CTS           data[41][19]        5.30                          7
Power is estimated from default activity; no workload was simulated.
