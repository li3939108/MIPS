--- flow/config.mk ---
export PLATFORM = sky130hd
export DESIGN_NAME = ALU
export DESIGN_NICKNAME = ALU
export VERILOG_FILES = /design/flow/design.v
export SDC_FILE = /design/flow/constraint.sdc
export NUM_CORES = 4
export LEC_CHECK = 1
export CORE_UTILIZATION = 40
--- flow/constraint.sdc ---
current_design ALU

set clk_period 13.7
set clk_io_pct 0.2

create_clock -name clk0 -period $clk_period

set non_clock_inputs [all_inputs -no_clocks]
set_input_delay [expr $clk_period * $clk_io_pct] -clock clk0 $non_clock_inputs
set_output_delay [expr $clk_period * $clk_io_pct] -clock clk0 [all_outputs]
--- flow/design.v ---
`timescale 1ns / 1ps
`timescale 1ns / 1ps
module ALU(BusW, Zero, BusA, BusB, ALUCtrl
    );
input wire [31:0] BusA, BusB;
output reg [31:0] BusW;
input wire [3:0] ALUCtrl ;
output wire Zero ;
wire less;
wire [63:0] extendedBusB ;
wire [31:0] shiftedExtendedBusB ;
assign Zero = (BusW == 32'b0 ? 1'b1: 1'b0);
assign less = (BusA < BusB  ? 1'b1 : 1'b0) ;
assign extendedBusB = {{32{BusB[31]}} , BusB[31:0]} ;
assign shiftedExtendedBusB = extendedBusB >> BusA ;
always@(*)begin	
	case (ALUCtrl)
	4'b0000:   BusW <= BusA & BusB;
	4'b0001:    BusW <= BusA | BusB;
	4'b0010:   BusW <= BusA + BusB;
	4'b1000:  BusW <= BusA + BusB;
	4'b0011:   BusW <= BusB << BusA;
	4'b0100:   BusW <= BusB >> BusA;
	4'b0110:   BusW <= BusA - BusB;
	4'b1001:  BusW <= BusA - BusB;
	4'b1010:   BusW <= BusA ^ BusB;
	4'b1100:   BusW <= ~(BusA | BusB);
	4'b0111:   BusW <= (( BusA - BusB ) & {1'b1, 31'b0} )>> 31 ;
	4'b1011:  BusW <= less ;
	4'b1101:   BusW <= shiftedExtendedBusB;
	4'b1110:   BusW <= BusB << 16 ;
	default:BusW <= 32'hxxxxxxxx;
	endcase
end
endmodule
module ALUTest_v;
	task passTest;
		input [32:0] actualOut, expectedOut;
		input [32*8:0] testType;
		inout [7:0] passed;
		if(actualOut == expectedOut) begin $display ("%s passed", testType); passed = passed + 1; end
		else $display ("%s failed: %x should be %x", testType, actualOut, expectedOut);
	endtask
	task allPassed;
		input [7:0] passed;
		input [7:0] numTests;
		if(passed == numTests) $display ("All tests passed");
		else $display("Some tests failed");
	endtask
	reg [31:0] BusA;
	reg [31:0] BusB;
	reg [3:0] ALUCtrl;
	reg [7:0] passed;
	wire [31:0] BusW;
	wire Zero;
	ALU uut (
		.BusW(BusW), 
		.Zero(Zero), 
		.BusA(BusA), 
		.BusB(BusB), 
		.ALUCtrl(ALUCtrl)
	);
	initial begin
		BusA = 0;
		BusB = 0;
		ALUCtrl = 0;
		passed = 0;
		{BusA, BusB, ALUCtrl} = { 32'd6,32'hFFFF1234, 4'd4}; #40; passTest({Zero, BusW}, 33'h003FFFC48, "SRL 0xFFFF1234,6", passed);
		{BusA, BusB, ALUCtrl} = {32'h00000000, 32'h00000000, 4'd8}; #40; passTest({Zero, BusW}, 33'h100000000, "ADDU 0,0", passed);
		{BusA, BusB, ALUCtrl} = {32'h00000000, 32'hFFFFFFFF, 4'd8}; #40; passTest({Zero, BusW}, 33'h0FFFFFFFF, "ADDU 0,-1", passed);
		{BusA, BusB, ALUCtrl} = {32'hFFFFFFFF, 32'h00000000, 4'd8}; #40; passTest({Zero, BusW}, 33'h0FFFFFFFF, "ADDU -1,0", passed);
		{BusA, BusB, ALUCtrl} = {32'h000000FF, 32'h00000001, 4'd8}; #40; passTest({Zero, BusW}, 33'h000000100, "ADDU FF,1", passed);
		{BusA, BusB, ALUCtrl} = {32'h00000000, 32'h00000000, 4'd8}; #40; passTest({Zero, BusW}, 33'h100000000, "SUBU 0,0", passed);
		{BusA, BusB, ALUCtrl} = {32'h00000001, 32'hFFFFFFFF, 4'd9}; #40; passTest({Zero, BusW}, 33'h000000002, "SUBU 1,-1", passed);
		{BusA, BusB, ALUCtrl} = {32'h00000001, 32'h00000001, 4'd9}; #40; passTest({Zero, BusW}, 33'h100000000, "SUBU 1,1", passed);
		{BusA, BusB, ALUCtrl} = {32'hF0F0F0F0, 32'h0000FFFF, 4'd10}; #40; passTest({Zero, BusW}, 33'h0F0F00F0F, "XOR 0xF0F0F0F0,0x0000FFFF", passed);
		{BusA, BusB, ALUCtrl} = {32'h12345678, 32'h87654321, 4'd10}; #40; passTest({Zero, BusW}, 33'h095511559, "XOR 0x12345678,0x87654321", passed);
		{BusA, BusB, ALUCtrl} = {32'h00000000, 32'h00000000, 4'd11}; #40; passTest({Zero, BusW}, 33'h100000000, "SLTU 0,0", passed);
		{BusA, BusB, ALUCtrl} = {32'h00000000, 32'h00000001, 4'd11}; #40; passTest({Zero, BusW}, 33'h000000001, "SLTU 0,1", passed);
		{BusA, BusB, ALUCtrl} = {32'h00000000, 32'hFFFFFFFF, 4'd11}; #40; passTest({Zero, BusW}, 33'h000000001, "SLTU 0,-1", passed);
		{BusA, BusB, ALUCtrl} = {32'h00000001, 32'h00000000, 4'd11}; #40; passTest({Zero, BusW}, 33'h100000000, "SLTU 1,0", passed);
		{BusA, BusB, ALUCtrl} = {32'hFFFFFFFF, 32'h00000000, 4'd11}; #40; passTest({Zero, BusW}, 33'h100000000, "SLTU -1,0", passed);
		{BusA, BusB, ALUCtrl} = {32'hF0F0F0F0, 32'h0000FFFF, 4'd12}; #40; passTest({Zero, BusW}, 33'h00F0F0000, "NOR 0xF0F0F0F0,0x0000FFFF", passed);
		{BusA, BusB, ALUCtrl} = {32'h12345678, 32'h87654321, 4'd12}; #40; passTest({Zero, BusW}, 33'h0688aa886, "NOR 0x12345678,0x87654321", passed);
		{BusA, BusB, ALUCtrl} = { 32'd3,32'h00000001, 4'd13}; #40; passTest({Zero, BusW}, 33'h100000000, "SRA 0x00000001,3", passed);
		{BusA, BusB, ALUCtrl} = { 32'd6,32'h00001234, 4'd13}; #40; passTest({Zero, BusW}, 33'h000000048, "SRA 0x00001234,6", passed);
		{BusA, BusB, ALUCtrl} = { 32'd6,32'hFFFF1234, 4'd13}; #40; passTest({Zero, BusW}, 33'h0FFFFFC48, "SRA 0xFFFF1234,6", passed);
		{BusA, BusB, ALUCtrl} = {32'h0, 32'h12345678, 4'd14}; #40; passTest({Zero, BusW}, 33'h056780000, "LUI 0x12345678", passed);
		{BusA, BusB, ALUCtrl} = {32'h0, 32'h00001234, 4'd14}; #40; passTest({Zero, BusW}, 33'h012340000, "LUI 0x00001234", passed);
		allPassed(passed, 22);
	end
endmodule
--- flow/run.sh ---
#!/bin/bash
# OpenROAD 26Q1-2900-gdf79404cd8, Yosys 0.63+post, stock flow scripts
make -C /OpenROAD-flow-scripts/flow DESIGN_CONFIG=/design/flow/config.mk WORK_HOME=/design/flow/orfs finish
==> results.tsv <==
metric	value	unit
syn_inst	1742	
wl_per_cell	32.0	µm
overflow	0	
die_w	173	µm
placementRows	62	
drv_slew	0	
max-slew-margin-rel	21.3	%
endpoint_kind	output pin	
grt_pass1_wl	97700	µm
rsz0062_at_grt	no	
final-setup-viol-count	0	
yosysWarnings	1	
yosysUniqueCellTypes	96	
grt_usage	45.2	%
syn_area	11700	µm²
io_buffer_count	101	
crit_fanout	11	
vias	15182	
dieArea	30000	µm²
cp_cell_sequence	clkdlybuf4s50_1 -> inv_1 -> ha_1 -> inv_2 -> o2111ai_1 -> a2111oi_1 -> a21oi_1 -> a22o_1 -> a31oi_1 -> a41oi_1 -> nor4_1 -> nand4b_1 -> nor4bb_1 -> or4b_1 -> nor4_2 -> clkdlybuf4s50_1	
cts_setup_buffers	0	
gp_congestion	1.07	
final.clkbuf_count	0	
routed_via_density	7.16	
antenna_found_initial	2	
pre_cts_slack	2.12	ns
fmax	0.0842	GHz
grt_max_degree	64	
hold_viol_final	0	
cp-endpoint	Zero	
cts_resized	0	
syn_to_final_growth	9.91	%
register_area	0	µm²
intPower	218	µW
fin_crit	11.88	ns
lay_top_cells	188 x a21oi_1, 170 x nor2_1, 167 x nand2_1	
cellPowerDensity	45.1	nW/µm²
worst_slack	1.82	ns
initCoreUtil	40.8	%
syn_avg_cell_area	6.73	µm²
fp.dieH	173	µm
p_sw_share	62.6	%
hpwl	51200	µm
path_common_cell	clkdlybuf4s50_1	
first_iter_violations	2192	
worst_pin_slew	1.17	ns
path_buffers	4	
first_pass_iters	6	
startpoint	BusB[4]	
ir_worst_vdd	0.0000190	V
lay_top_count	a21oi_1	
drive_gt1_share	9.79	%
ant_nets	0	
cp.required	10.96	ns
hold_path.class	in2out	
tns	0	ns
io_pins	101	
p_leak	0.00507	µW
openroad.warnings	96	
period_used_share	86.7	%
fin_cells	2121	
outcome	finished clean	
drc	0	
yosysSeqAreaShare	0	%
placed_cells	2120	
ys_cells	1742	
ff_count	0	
crit_arrival	9.14	ns
crit_cells	16	
core_area	28800	µm²
grt_pass1_vias	13726	
cp_slowest_cell	clkdlybuf4s50_1	
max_stage_delay	0.93	ns
power.switching	364	µW
maxCapViolations	0	
worst_setup_path_start_kind	primary input	
yosys_area	11700	µm²
ctsHoldBuffers	0	
cp_top_family	AND-OR/OR-AND gates	
critPathKind	in2out	
wirelength	67800	µm
## cells by family (layout without fill, tap and decap cells)
logic type	count (synthesis)	after routing	synth area share [%]
buffers and inverters	281	275	10.3
XOR/XNOR	17	17	1.27
other	0	1	0
adder cells (fa/ha/maj)	98	98	10.6
AND/OR/NAND/NOR	575	575	23.4
multiplexers	125	125	18.0
AND-OR/OR-AND	646	646	36.4
## area by class of cell
class	instances	area [µm²]
tap	384	480
inverter	114	428
fill	3016	15900
multi-input combinational	1461	10600
timing repair buffer	161	1430
antenna	1	2.50
## synth_stat cells, drive strengths merged (16+ instances only)
| cell type | n | area, µm² |
|---|---|---|
| a21oi | 189 | 950 |
| nor2 | 171 | 642 |
| nand2 | 167 | 627 |
| o21ai | 124 | 624 |
| inv | 113 | 424 |
| clkbuf | 102 | 383 |
| ha | 96 | 1200 |
| buf | 65 | 398 |
| mux4 | 64 | 1480 |
| mux2i | 48 | 493 |
| nor3 | 40 | 200 |
| nand2b | 32 | 200 |
| a211oi | 31 | 233 |
| o211ai | 30 | 225 |
| nand3 | 29 | 145 |
| o22ai | 29 | 181 |
| nor4 | 24 | 156 |
| a31oi | 22 | 144 |
| and3 | 20 | 125 |
| o21a | 20 | 150 |
| a21o | 17 | 128 |
| o31ai | 16 | 120 |
## layer usage
metal / vias up / track usage, % / wire, µm
met4: 2 / 23.2 / 4440
li1: 6549 / - / -
met2: 1178 / 65.5 / 28300
met5: - / 0 / 16
met1: 7243 / 62.6 / 26900
met3: 210 / 11.8 / 8120
## worst min path at each step
stage,to,startpoint,depth (start not counted),slack [ns]
6_report,BusW[0],ALUCtrl[1],4,6.53
5_1_grt,BusW[0],ALUCtrl[1],4,6.56
4_1_cts,BusW[0],ALUCtrl[1],4,6.49
## stage by stage
stage | util [%] | hold WS (ns) | total power, µW | area, µm²
2_1_floorplan | - | 5.72 | 343 | 11700
3_3_place_gp | 44.8 | 6.49 | 559 | 12900
3_5_place_dp | 44.8 | 6.48 | 556 | 12900
4_1_cts | 44.8 | 6.49 | 559 | 12900
5_1_grt | 44.8 | 6.56 | 610 | 12900
6_report | 44.8 | 6.53 | 582 | 12900
## power groups by stage
stage	combinational, µW	sequential (µW)	clock (µW)
CTS	559	0	0
global route	610	0	0
Power and IR drop assume default switching activity.
