$ cat ./config.mk
export PLATFORM = sky130hd
export DESIGN_NAME = RegisterFile
export DESIGN_NICKNAME = RegisterFile
export VERILOG_FILES = /design/flow/design.v
export SDC_FILE = /design/flow/constraint.sdc
export NUM_CORES = 4
export LEC_CHECK = 1
export CORE_UTILIZATION = 30
$ cat ./constraint.sdc
current_design RegisterFile

set clk_period 8.8
set clk_io_pct 0.2

create_clock -name clk0 -period $clk_period [get_ports {Clk}]

set non_clock_inputs [all_inputs -no_clocks]
set_input_delay [expr $clk_period * $clk_io_pct] -clock clk0 $non_clock_inputs
set_output_delay [expr $clk_period * $clk_io_pct] -clock clk0 [all_outputs]
$ cat ./design.v
`timescale 1ns / 1ps
module RegisterFile(Clk,RegWr, BusA, BusB, BusW, RA, RB, RW
    );
output wire [31:0] BusA ,BusB ;
input wire [31:0] BusW;
input wire [4:0] RA, RB, RW ;
input wire Clk;
input wire RegWr ;
reg [31:0] Reg [0:31] ;
always@(negedge Clk)begin
	Reg[0] <= 32'b0;
	if(RegWr == 1'b1 )begin
		if(RW == 0)begin
			Reg[RW] <= 32'b0 ;
		end else begin
			Reg[RW] <= BusW ;
		end
	end
end
assign	BusA = (RA == 0 ? 0 : Reg[RA]);
assign	BusB = (RB == 0 ? 0 : Reg[RB]);
endmodule
$ cat ./run.sh
#!/bin/bash
# OpenROAD 26Q1-2900-gdf79404cd8, Yosys 0.63+post, stock flow scripts
make -C /OpenROAD-flow-scripts/flow DESIGN_CONFIG=/design/flow/config.mk WORK_HOME=/design/flow/orfs finish
==> summary.txt <==
Implementation progress

The total DRC errors in the routed layout stands at 0. The most critical setup path has its endpoint at BusB[31]. Data on the critical path arrives at its endpoint at 7.16 ns. The count of non-filler cells in the finished layout stands at 5979. TritonCTS built the clock tree. The post-synthesis share of cell area spent on full adders, half adders and majority gates stands at 0.

The timing report attributes the biggest portion of critical-path delay to AND-OR/OR-AND gates. In the final layout, the share of cells above drive strength 1 is 0.2464. Per the OpenROAD floorplan log, the area of the core is 0.1568 mm^2.

Of the combinational cells, the family taking the most area is multiplexers. The checks that failed: setup timing. The worst setup path is of the register to output pin kind. According to the timing report, the critical path is launched from Reg[15][31]. The post-route total power stands at approximately 13 mW. The cell count after placement stands at between 4000 and 5000.

The routed design shows a wire length per standard cell of roughly 27 um. The share of total power dissipated in sequential elements is 0.418. For the completed layout, the total cell area is recorded as 0.06135 mm^2. In this run the tools logged warnings totalling between 1000 and 1500. The number of enable flip-flop cells stands at 992. The flow ran to the end, but the final reports show violations. The floorplan step defined a die boundary enclosing 0.1600 mm^2. The average footprint of a synthesized cell stands at 18.41 um^2. The wire length recorded after detailed routing is 163700 um. According to the Yosys statistics, the synthesized design has a chip area of 0.04753 mm^2. The yosys cell count stands at between 2000 and 3000. The area of the mapped netlist stands at approximately 0.048 mm^2. Of the total power, combinational logic draws 0.079.

At the worst endpoint, the required time is around 7.0 ns. The report lists the power per cell area as 214.2 mW/mm^2. The via count of the first global-routing pass stands at 35920.

Of the post-synthesis cell area, the dominant cell type holds 0.6267. Total global-route track usage over all layers is 0.2200. edfxtp_1 takes more of the synthesized area than any other cell. The met1 routed wirelength after detailed routing stands at between 50000 and 60000 um.

The multiplexer share of the synthesized area stands at 0.2457. The die is between 400 and 500 um wide. The register with the most flip-flops in the layout has 1024 of them. In the layout the commonest cells are inv_1, edfxtp_1, mux4_2.

The tree is rooted in a clkbuf_16. Checking hold timing, the worst path is listed with class primary input to output pin. The registers reported with the highest flop counts are Reg x1024.

The remaining antenna violation count after routing stands at 0. After detailed routing, no signal wire sits above met5. Wire segments on met3 add up to 30470 um in the final route.

The worst-margin pin slew stands at 1.079 ns. The final HPWL from detailed placement stands at 91960 um. The final setup violation count stands at 9. The fraction of power spent switching nets stands at 0.2831. The global route total overflow stands at 0. The AND-OR/OR-AND share of the synthesized area stands at 0.06244. The via count normalized by instance count stands at about 5.3. The number of instances in the synthesized netlist stands at 2582.

The largest individual stage delay along the critical path comes from the cell mux4_2. Entering global routing, the biggest net connects about 80 pins. After floorplanning, the core was divided into 145 placement rows. Ranked by flip-flop count, first place goes to Reg.

The proportion of synthesized flip-flops having asynchronous set or reset stands at 0. The distinct cell type count of the synthesized netlist stands at approximately 46. The first global-routing pass estimated 231900 um of wire. Among all flip-flop cells after synthesis, the most frequent one is edfxtp_1. The report lists the cells along the critical path as mux4_2 -> a22o_4 -> a2111oi_4 -> nor3_2 -> clkdlybuf4s50_1. The placement-stage cell area stands at 0.05261 mm^2.

The layout overhead on the synthesized area stands at 29.06%. In this run, the number of DRC markers left after iteration 0 of detailed routing was 1811. At the end of routability-driven placement, the weighted congestion stood at 0.8964.

The number of maximum-capacitance violations stands at 0. The total internal power stands at approximately 9.4 mW. The synthesis-stage register bit count stands at 1024. The routed via count stands at 31490. By area the synthesized netlist is led by edfxtp_1, mux4_2, mux2i_1. Summed over all nets, the switching power comes to 3.720 mW. The buffers plus inverters on the worst setup path stands at 1. The clock tree buffer depth stands at 3. In the detailed route, the total length drawn on met2 is 76500 um.

The clock share of power stands at 0.503. OpenSTA, run right after detailed placement, puts the worst setup slack at 0.1752 ns. Walking the critical path from launch to capture passes 5 cell instances. The H-tree level count stands at 3.

In this run, the synthesized area fraction spent on xor and xnor cells is recorded as 0. The library cell used most frequently in the layout, excluding fill and tap cells, is inv_1. The number of antenna violations at the first check in global routing came to 3. The worst setup path is launched from a register. The number of buffers inserted during clock tree synthesis stands at 110. The count of warnings emitted by yosys stands at 1. STA classifies the critical path endpoint as an output pin. The die is 400.0 um tall. The final critical-path setup slack stands at -0.1241 ns. The share of the Yosys chip area taken by registers is 0.6402.

The first detailed-routing pass took 8 iterations. The highest fanout seen on the critical path stands at 2. In this run, the synthesized area fraction spent on and/or/nand/nor cells is recorded as 0.02698. The delay of the slowest critical-path stage stands at just under 0.5 ns. On the reported timing paths, the clock transition at the registers reads 0.03 ns. The peak ir drop on the vdd network stands at 193.7 uV.

The worst max-slew margin expressed relative to the limit stands at 0.2788. The floorplan core density stands at 0.3032. The final number of hold-violating endpoints stands at 0.

For reference, the final report shows the max-slew violation count at 0. The number of buffers added on ports stands at 112. Setup repair after global routing could not meet its margin everywhere.

CTS saw 1024 sinks. The total leakage power stands at approximately 23 nW. According to the I/O placement log, the pin count is 113.
per-layer routing:
layer,global-route usage,up-vias
met2,0.3185,2324
met4,0.09085,14
li1,-,13500
met5,0.01180,-
met3,0.2008,346
met1,0.2150,15300
what timing repair did:
| item | 4_1_cts | 5_1_grt |
|---|---|---|
| hold buffers | 0 | 0 |
| buffers inserted | 6 | 5 |
| gates resized | 143 | 95 |
| pin swaps | 37 | 39 |
| endpoints found under the setup margin | 60 | 51 |
cells by family (layout without fill, tap and decap cells):
kind of cell           count (synthesis)  in the layout
and+or+nand+nor                      221            221
muxes                                715            715
buffers and inverters                217           1521
AOI/OAI and AO/OA                    404            404
other                                  1             36
DFF                                 1024           1024
layout make-up:
class / instances / area, um^2
fill: 13950 / 95410
sequential: 1024 / 30430
multi-input combinational: 1372 / 17440
clock inverter: 1115 / 4898
timing repair buffer: 295 / 3213
clock buffer: 111 / 2778
tap: 2058 / 2575
antenna: 4 / 10.01
Yosys cell counts, types with 3 or more instances:
cell and number:
nor3_1 25, buf_6 16, mux4_2 358, a22oi_1 106
nand2_1 4, buf_2 51, dfxtp_1 32, nand3b_1 7
nand2b_1 3, mux2_2 32, nand3_1 7, a21oi_1 56
a2111oi_1 24, buf_4 44, clkbuf_1 97, a221oi_1 3
o221ai_1 25, edfxtp_1 992, and3_1 5, or3b_2 3
nor4_1 34, a22o_1 49, o21ai_1 35, o22ai_1 25
nor2_1 34, nor2b_1 55, a2111oi_2 3, and2_1 35
buf_1 6, a211oi_1 70, mux2i_1 325
power groups by stage:
stage / sequential, mW / clock (mW) / combinational (mW)
5_1_grt: 5.48 / 7.34 / 1.10
4_1_cts: 5.49 / 6.79 / 1.02
6_report: 5.49 / 6.62 / 1.04
worst min path at each step:
stage          from        to  slack [ns]  cells past startpoint
finish        RA[0]   BusA[0]        4.33                      4
global route  RA[0]   BusA[3]        4.37                      4
CTS           RB[4]  BusB[10]        4.48                      4
worst min-delay path: stages:
cell and delay (ns):
buf_6 0.21, a211oi_2 0.32, nor4_4 0.11, dlymetal6s2s_1 0.13
per-stage QoR:
| stage | utilization | setup TNS (ns) | hold WS [ns] |
|---|---|---|---|
| finish | 0.3914 | -0.6911 | 4.335 |
| global route | 0.3913 | -1.585 | 4.368 |
| CTS | 0.3884 | -1.919 | 4.483 |
| detailed placement | 0.3356 | 0 | 4.616 |
| global placement | 0.3356 | 0 | 4.620 |
| floorplan | - | 0 | 3.765 |
Power is estimated from default activity; no workload was simulated.
